===== flow/run.sh =====
#!/bin/bash
# OpenROAD 26Q1-2900-gdf79404cd8, Yosys 0.63+post, stock flow scripts
make -C /OpenROAD-flow-scripts/flow DESIGN_CONFIG=/design/flow/config.mk WORK_HOME=/design/flow/orfs finish

===== flow/config.mk =====
export PLATFORM = sky130hd
export DESIGN_NAME = Estados
export DESIGN_NICKNAME = Estados
export VERILOG_FILES = /design/flow/design.v
export SDC_FILE = /design/flow/constraint.sdc
export NUM_CORES = 4
export LEC_CHECK = 1
export CORE_AREA = 10 10 70 70
export DIE_AREA = 0 0 80 80

===== flow/constraint.sdc =====
current_design Estados

set clk_period 2.3
set clk_io_pct 0.2

create_clock -name clk0 -period $clk_period [get_ports {clk}]

set non_clock_inputs [all_inputs -no_clocks]
set_input_delay [expr $clk_period * $clk_io_pct] -clock clk0 $non_clock_inputs
set_output_delay [expr $clk_period * $clk_io_pct] -clock clk0 [all_outputs]

===== flow/design.v =====
module Estados(
    input clk,                       
    input [3:0] numero,              
    input reset,                     
    input insere,                    
    output ledErro,                  
    output [6:0] display             
);
localparam [2:0] 
    estado_inicial = 3'b000,
    estado_verificacao = 3'b001,
    estado_sucesso_total = 3'b010,
    estado_sucesso_parcial = 3'b011,
    estado_falha = 3'b100;
reg [2:0] estado_atual, prox_estado;  
reg [2:0] posicao_atual;              
reg erro_ocorrido;                    
wire [2:0] prox_estado_wire;          
wire [23:0] pista = 24'b0101_1001_0000_0000_0110_0000;
VerificacaoErro verificador (
    .estado_atual(estado_atual),
    .numero(numero),
    .posicao_atual(posicao_atual),
    .pista(pista),
    .erro_ocorrido(ledErro),
    .prox_estado(prox_estado_wire)    
);
MapeamentoDisplay mapeador (
    .estado_atual(estado_atual),
    .posicao_atual(posicao_atual),
    .display(display)
);
always @(posedge clk or posedge reset) begin
    if (reset) begin
        estado_atual <= estado_inicial;
        posicao_atual <= 0;
    end else if (insere) begin
        estado_atual <= prox_estado_wire;  
        if (estado_atual == estado_verificacao && !ledErro)
            posicao_atual <= posicao_atual + 1;
    end
end
endmodule
module MapeamentoDisplay(
    input [2:0] estado_atual,      
    input [2:0] posicao_atual,     
    output reg [6:0] display       
);
    always @(*) begin
        case (estado_atual)
            3'b010: display = 7'b0110000;  
            3'b011: display = 7'b0001100;  
            3'b100: display = 7'b0000111;  
            default: begin
                case (posicao_atual)
                    0: display = 7'b1000000;  
                    1: display = 7'b1111001;  
                    2: display = 7'b0100100;  
                    3: display = 7'b0110000;  
                    4: display = 7'b0011001;  
                    5: display = 7'b0010010;  
                    default: display = 7'b1111111;  
                endcase
            end
        endcase
    end
endmodule
module VerificacaoErro(
    input [2:0] estado_atual,      
    input [3:0] numero,            
    input [2:0] posicao_atual,     
    input [23:0] pista,            
    output reg erro_ocorrido,      
    output reg [2:0] prox_estado   
);
    always @(*) begin
        erro_ocorrido = 0;
        prox_estado = estado_atual;
        case (estado_atual)
            3'b000: begin  
                prox_estado = 3'b001;  
            end
            3'b001: begin  
                if (numero != pista[23 - posicao_atual*4 -: 4]) begin
                    erro_ocorrido = 1;
                    prox_estado = (estado_atual == 3'b011) ? 3'b100 : 3'b011;  
                end else if (posicao_atual == 5) begin
                    prox_estado = 3'b010;  
                end
            end
            default: prox_estado = estado_atual;
        endcase
    end
endmodule

==> run summary <==
Leakage power: 0.4488 nW
Cells after Synth: 57
Overflow after GRT: 0
RSZ-0062 raised after global routing: yes
Clk buf depth: 2
Critical path class: reg2out
Antenna violations before repair: 0
Status: complete, but fails checks
Final WS setup: -0.07727 ns
Achievable Freq: 0.4207 GHz
First drt pass iteration count: 4
FF-to-FF path depth: 7
Core Region: 3416 µm²
Peak supply drop: 0.07025 mV
Worst EP arrival: 1.92 ns
Async SR Flop Fraction: 1.000
Share of post-route cells with drive strength above 1: 0.4535
DP HPWL: 1.113 mm
Post-synth EDFFs: 0
Compound Share, Synth: 0.1533
CTS tree: built
First-pass GRT wire length: 2.346 mm
Hold slack: 0.4254 ns
CTS Root Buffer Type: clkbuf_4
Hold crit path type: in2async
Std-Cell Rows: 21
Most frequent cells in the layout: buf_4, clkdlybuf4s50_1
Fin util: 0.2842
Reg2reg end: estado_atual[4]
# DRC: 0
Detail-routed via count per cell: 4.015
Crit path launch type: register
MaxCap Viol Count: 0
Gp weighted congestion: 0.7970
Synthesized area per cell: 9.593 µm²
Latency at later pin: 0.26 ns
Register-to-register setup slack: 0.30 ns
Die area: 6400 µm²
Registers, synthesis: 7
Vias in the first global route: 532
Worst Path Required: 1.84 ns
Fin. Hold Viols: 0
Synth-to-layout area growth: 77.57%
Vias: 530
Basic Gates by Area: 0.2037
Die height: 80 µm
Crit path capture type: primary output
DR WL/cell: 11.20 µm
FP Util: 0.1601
Top-level port count: 15
XOR/XNOR Area Share: 0.08009
Initial DRC count: 24
Commonest flop: dfrtp_1
Slew Viols, Final: 0
# hold bufs at CTS: 0
Period minus WS final: 2.377 ns
Sequential fraction of the synthesis area: 0.3227
H-tree lvl count: 1
Library cells used by synthesis: 27
Comb area leader: simple AND/OR/NAND/NOR gates
Cell area after synthesis: 546.8 µm²
Yosys cell count: 57
Worst Tran Pin Value: 0.3510 ns
Clock sink count: 7
Area share of fa/ha/maj cells after synthesis: 0.1602
Pwr dens: 294.4 nW/µm²
Largest net degree at the start of global routing: 9
Reg2reg start: posicao_atual[1]
Tot GR Track Use: 0.04255
Clock skew: 0.007594 ns
TritonCTS Buffers: 3
Failing checks: setup timing
Number of antenna-violating nets in the routed design: 0
Yosys warning count: 3
Setup violators final: 1
Die width: 80 µm
OpenROAD warnings: 32
Area reported by Yosys stat: 546.8 µm²
Cycle use final: 1.034
Worst-path clk slew: 0.06 ns
Most frequent logic cell in the layout: buf_4
CP max FO: 4
WL final: 1.479 mm
Antenna cells: 0
Fill cells: 372
Rel. slew slack: 0.7642
MUX area fraction: 0.04577
I/O Buffers: 14
==> per-layer routing <==
metal | GRT usage | vias up | share of wire
met5 | 0 | - | 0
met3 | 0.005682 | 4 | 0.061
met2 | 0.06340 | 26 | 0.42
li1 | - | 258 | -
met4 | 0.01408 | 0 | 0.030
met1 | 0.06120 | 242 | 0.49
==> cell families after synthesis <==
group / Yosys count
AOI/OAI and AO/OA: 12
xor gates and xnor gates: 5
adders and majority gates: 7
buffers and inverters: 5
DFF: 7
muxes: 2
and+or+nand+nor: 19
==> metrics by stage <==
stage | setup slack, ns | power, W | instance area, µm² | TNS, ns | cells
after CTS | -0.09489 | 0.0002841 | 903.4 | -0.09489 | 132
after detailed placement | -0.4053 | 0.0001700 | 823.3 | -0.4053 | 127
after global placement | -0.3994 | 0.0001699 | 823.3 | -0.3994 | 127
after floorplan | 0.07133 | 0.0001426 | 546.8 | 0 | 57
final | -0.07727 | 0.0002858 | 970.9 | -0.07727 | 132
after global routing | -0.1338 | 0.0003015 | 970.9 | -0.1360 | 132
==> synth_stat cells (all sizes together) (2+ instances only) <==
cell type	n	area, µm²
ha	7	87.58
dfrtp	6	150.1
a21oi	4	20.02
inv	4	15.01
o21bai	4	30.03
xnor2	4	35.03
nand2	3	11.26
nor3	3	15.01
nand3	2	15.01
nor2	2	7.510
nor2b	2	12.51
or2	2	12.51
==> power by group <==
| group | total, W | leakage, nW | internal, W | switching [W] |
|---|---|---|---|---|
| Combinational | 0.0000430 | 0.341 | 0.0000286 | 0.0000144 |
| Clock | 0.000115 | 0.0177 | 0.0000638 | 0.0000507 |
| Sequential | 0.000128 | 0.0903 | 0.000125 | 0.00000369 |
==> registers in the layout, summed over array words and instances, names as in the netlist <==
| register | count |
|---|---|
| posicao_atual | 3 |
| estado_atual | 4 |
==> timing repair <==
action / 4_1_cts / 5_1_grt
resized: 18 / 15
endpoints found under the setup margin: 5 / 5
buffers inserted: 2 / 0
pin swaps: 6 / 7
==> layout make-up <==
cell class / instances / area [µm²] / area share
multi-input cells: 45 / 449.2 / 0.4626
repair buffers: 26 / 242.7 / 0.2500
flip-flops and latches: 7 / 178.9 / 0.1843
well taps: 46 / 57.56 / 0.05928
clock buffers: 3 / 22.52 / 0.02320
inverters: 4 / 15.01 / 0.01546
clock inverters: 1 / 5.005 / 0.005155
==> how the worst max path moves through the flow <==
| stage | from | endpoint | depth (start not counted) |
|---|---|---|---|
| 6_report | posicao_atual[1] | ledErro | 6 |
| 4_1_cts | posicao_atual[1] | ledErro | 6 |
| 5_1_grt | posicao_atual[1] | ledErro | 6 |
==> worst max-delay path, cell delays in order (launching register included) <==
cell	delay, ns
dfrtp_2	0.46
ha_4	0.20
or4b_4	0.49
o22ai_4	0.17
nand3_2	0.09
and2_4	0.15
buf_6	0.10
Power figures rest on the tool's default switching activity, not on a simulated workload.
